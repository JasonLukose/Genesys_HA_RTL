==> config.mk <==
export PLATFORM = sky130hd
export DESIGN_NAME = PE
export DESIGN_NICKNAME = PE
export VERILOG_FILES = /design/flow/design.v
export SDC_FILE = /design/flow/constraint.sdc
export NUM_CORES = 4
export LEC_CHECK = 1
export CORE_UTILIZATION = 40
==> constraint.sdc <==
current_design PE

set clk_period 2.9
set clk_io_pct 0.2

create_clock -name clk0 -period $clk_period [get_ports {clk}]

set non_clock_inputs [all_inputs -no_clocks]
set_input_delay [expr $clk_period * $clk_io_pct] -clock clk0 $non_clock_inputs
set_output_delay [expr $clk_period * $clk_io_pct] -clock clk0 [all_outputs]
==> design.v <==
`timescale 1ns/100ps
module PE(clk, rst, bias, co_prob, perturb_prob, parent_gene0, parent_gene1, child_gene);
input clk;
input rst;
input bias;
input [7:0] co_prob;
input [7:0] perturb_prob;
input [31:0] parent_gene0;
input [31:0] parent_gene1;
reg [31:0] temp_latch;
output reg [31:0] child_gene;
wire [31:0] crossover_gene;
crossover_engine c_engine (.clk(clk), .rst(rst), .bias(bias), .co_prob(co_prob), .parent_gene0(parent_gene0), .parent_gene1(parent_gene1), .crossover_gene(crossover_gene));
perturb_engine p_engine (.clk(clk), .rst(rst), .perturb_prob(perturb_prob), .crossover_gene(temp_latch), .child_gene(child_gene));
always @(posedge clk)
begin
    if(rst == 1'b0)
        begin
            temp_latch = crossover_gene;
        end
end
endmodule
`timescale 1ns/100ps
module crossover_engine(clk, rst, bias, co_prob, parent_gene0, parent_gene1, crossover_gene);
input clk;
input rst;
input [31:0] parent_gene0;
input [31:0] parent_gene1;
input bias;
input [7:0] co_prob;
reg [7:0] seed_wire1 = 8'b00001110;
reg [7:0] seed_wire2 = 8'b00001111;
reg [7:0] seed_wire3 = 8'b11000001;
reg [7:0] seed_wire4 = 8'b11000011;
wire select_out1;
wire select_out2;
wire select_out3;
wire select_out4;
output reg [31:0] crossover_gene;
crossover_selector c1 (.clk(clk), .rst(rst), .bias(bias), .prob(co_prob), .seed(seed_wire1), .select(select_out1));
crossover_selector c2 (.clk(clk), .rst(rst), .bias(bias), .prob(co_prob), .seed(seed_wire2), .select(select_out2));
crossover_selector c3 (.clk(clk), .rst(rst), .bias(bias), .prob(co_prob), .seed(seed_wire3), .select(select_out3));
crossover_selector c4 (.clk(clk), .rst(rst), .bias(bias), .prob(co_prob), .seed(seed_wire4), .select(select_out4));
mux m1(.din_0(parent_gene0[7:0]), .din_1(parent_gene1[7:0]), .sel(select_out1), .mux_out(crossover_gene[7:0]));
mux m2(.din_0(parent_gene0[15:8]), .din_1(parent_gene1[15:8]), .sel(select_out2), .mux_out(crossover_gene[15:8]));
mux m3(.din_0(parent_gene0[23:16]), .din_1(parent_gene1[23:16]), .sel(select_out3), .mux_out(crossover_gene[23:16]));
mux m4(.din_0(parent_gene0[31:24]), .din_1(parent_gene1[31:24]), .sel(select_out4), .mux_out(crossover_gene[31:24]));
always @(posedge clk)
begin
    if(rst==1'b1)
        begin
        end
end
endmodule
`timescale 1ns/100ps
module crossover_selector(clk, rst, bias, prob, seed, select);
input clk;
input rst;
input [0:0] bias;
input [7:0] prob;
input [7:0] seed;
wire [7:0] random;
lfsr random_lfsr (.out(random), .clk(clk), .rst(rst), .seed(seed));
output reg select;
always @(posedge clk)
begin
    if(rst==1'b1)
        begin
            select <= 1'b0;
        end
    else 
    begin
        if (prob > random) 
        begin
            select <= 1 ^ bias;
        end
        else begin
            select <= 0 ^ bias;
        end
    end
end
endmodule
`timescale 1ns/100ps
module lfsr (out, clk, rst, seed);
  output reg [7:0] out;
  input clk, rst;
  input [7:0] seed;
  wire feedback;
  assign feedback = out[7] ^ ~out[6] ^ ~out[5] ^ ~out[4];
always @(posedge clk, posedge rst)
  begin
    if (rst)
      out = seed;
    else
      out = {out[6:0],feedback};
  end
endmodule
`timescale 1ns/100ps
module mux(
din_0      ,  
din_1      ,  
sel        ,  
mux_out       
);
input [7:0] din_0;
input [7:0] din_1; 
input sel ;
output [7:0] mux_out;
assign mux_out = (sel) ? din_1 : din_0;
endmodule  
`timescale 1ns/100ps
module perturb_engine(clk, rst, perturb_prob, crossover_gene, child_gene);
input clk;
input rst;
input [31:0] crossover_gene;
input [7:0] perturb_prob;
reg [7:0] seed_wire1 = 8'b00001110;
reg [7:0] seed_wire2 = 8'b00001111;
reg [7:0] seed_wire3 = 8'b11000001;
reg [7:0] seed_wire4 = 8'b11000011;
reg [7:0] mutatedseed_wire1 = 8'b11101100;
reg [7:0] mutatedseed_wire2 = 8'b00101110;
reg [7:0] mutatedseed_wire3 = 8'b11001001;
reg [7:0] mutatedseed_wire4 = 8'b01101001;
wire [7:0] random1_wire;
wire [7:0] random2_wire;
wire [7:0] random3_wire;
wire [7:0] random4_wire;
lfsr randomp1_lfsr (.out(random1_wire), .clk(clk), .rst(rst), .seed(mutatedseed_wire1));
lfsr randomp2_lfsr (.out(random2_wire), .clk(clk), .rst(rst), .seed(mutatedseed_wire2));
lfsr randomp3_lfsr (.out(random3_wire), .clk(clk), .rst(rst), .seed(mutatedseed_wire3));
lfsr randomp4_lfsr (.out(random4_wire), .clk(clk), .rst(rst), .seed(mutatedseed_wire4));
wire select_out1;
wire select_out2;
wire select_out3;
wire select_out4;
output reg [31:0] child_gene;
perturb_selector p1 (.clk(clk), .rst(rst), .perturb_prob(perturb_prob), .seed(seed_wire1), .select(select_out1));
perturb_selector p2 (.clk(clk), .rst(rst), .perturb_prob(perturb_prob), .seed(seed_wire2), .select(select_out2));
perturb_selector p3 (.clk(clk), .rst(rst), .perturb_prob(perturb_prob), .seed(seed_wire3), .select(select_out3));
perturb_selector p4 (.clk(clk), .rst(rst), .perturb_prob(perturb_prob), .seed(seed_wire4), .select(select_out4));
mux m1(.din_0(crossover_gene[7:0]), .din_1(random1_wire), .sel(select_out1), .mux_out(child_gene[7:0]));
mux m2(.din_0(crossover_gene[15:8]), .din_1(random2_wire), .sel(select_out2), .mux_out(child_gene[15:8]));
mux m3(.din_0(crossover_gene[23:16]), .din_1(random3_wire), .sel(select_out3), .mux_out(child_gene[23:16]));
mux m4(.din_0(crossover_gene[31:24]), .din_1(random4_wire), .sel(select_out4), .mux_out(child_gene[31:24]));
always @(posedge clk)
begin
    if(rst==1'b1)
        begin
        end
end
endmodule
`timescale 1ns/100ps
module perturb_selector(clk, rst, perturb_prob, seed, select);
input clk;
input rst;
input [7:0] perturb_prob;
input [7:0] seed;
wire [7:0] random;
lfsr random_lfsr (.out(random), .clk(clk), .rst(rst), .seed(seed));
output reg select;
always @(posedge clk)
begin
    if(rst==1'b1)
        begin
            select <= 1'b0;
        end
    else 
    begin
        if (perturb_prob > random) 
        begin
            select <= 1;
        end
        else begin
            select <= 0;
        end
    end
end
endmodule
==> run.sh <==
#!/bin/bash
# OpenROAD 26Q1-2900-gdf79404cd8, Yosys 0.63+post, stock flow scripts
make -C /OpenROAD-flow-scripts/flow DESIGN_CONFIG=/design/flow/config.mk WORK_HOME=/design/flow/orfs finish
==> changes_impl.md <==
### Metrics

* Status: complete, no violations
* Number of global-route vias before repair at 4,010
* Final Max Slew Viols at 0
* CTS max path bufs at 2
* DRC at 0
* DRT iter0 DRCs at 187
* Largest delay share family, worst path: flip-flops
* Number of buffer and inverter stages on the critical path at 1
* Die Ht at 128 µm
* CTS sink count at 136
* Total negative slack at 0 ns
* Post-DP HPWL at 8960 µm
* Peak VDD IR at 0.000526 V
* Synth warn at 7
* Delay of the slowest critical-path stage at 0.59 ns
* Critical-path cell with the highest stage delay: dfxtp_1
* Hold Violations, Final at 0
* Non-Filler Instances at 817
* Synthesized instance count at 465
* GPL Wtd Cong at 0.806
* Cell Type Count at 23
* Yosys cell count at 465
* WS Path Type: flop to primary output
* Post-synthesis cell area at 6340 µm²
* Area Growth Syn to Fin at 31.8%
* Final setup fails at 0
* OpenROAD warnings at 26
* Die span in x at 128 µm
* Placed instance count at 785
* Final WL at 12,200 µm
* Initial antenna violation count at 0
* PwrDens at 557 nW/µm²
* Vias per inst at 4.67
* CTS H-tree lvls at 4
* Crit path DAT at 1.80 ns
* Worst-path clk slew at 0.06 ns
* GRT overflow at 0
* Post-CTS Setup Bufs at 0
* Layout Skew at 0.00498 ns
* CP max FO at 8
* Worst Hold Class: flop to flop
* CP required at 2.32 ns
* CTS tree: done
* Vias at 3,814
* Leakage power at 3.46 nW
* Slew at the pin closest to its max-slew limit at 0.532 ns
* CTS buffer count at 17
* Cts repair resizes at 0
* Top cells excl fill/tap: clkdlybuf4s50_1, mux2_2, ha_1
* Port Buf Inserts at 114
* CP Capture Type: primary output
* N_diodes at 0
* Sequential element share of the synthesized area at 0.565
* Latency at later pin at 0.40 ns
* Min Tclk post-route at 2.38 ns
* Most frequent logic cell in the layout: clkdlybuf4s50_1
* Max-Cap Viols at 0
* Avg Cell Area, Syn at 13.6 µm²
* Root buffer cell: clkbuf_16
* CP Launch Type: flop
* Max frequency at 0.420 GHz
* Final ANT Viol Nets at 0
* Site Rows at 45
* Yosys chip area at 6340 µm²
* Final instance area at 8350 µm²
* Synth flops at 136
* Global-route wire length before repair at 20,200 µm
* Gr usage total at 0.167
* Period utilization at 0.821
* Top-level port count at 115
* Pin count of the biggest net entering global routing at 60
* Layout cells sized above 1 at 0.251
* Cell-by-cell trace of the critical path: mux2_2 -> clkdlybuf4s50_1
* CTS Hold Bufs at 0
* RSZ-0062 raised after global routing: false
* Wire per inst at 15.0 µm
* Die ar. at 16,400 µm²
* Area after DPL at 7750 µm²
* Core ar. at 15,300 µm²
* Relative max-transition margin at 0.645
* First-pass DRT Iterations at 6
* Core utilization at floorplan at 0.414
-- power by group --
part	leakage (nW)	internal, mW	switching [mW]
Sequential	1.52	2.02	0.0364
Combinational	1.65	0.296	0.157
Clock	0.290	1.37	0.776
Total	3.46	3.68	0.969
-- state kept, by name (all words and copies together), names as in the netlist --
register and cells:
temp_latch 32, c_engine.c1.random_lfsr.out 8, c_engine.c2.random_lfsr.out 8, c_engine.c3.random_lfsr.out 8, c_engine.c4.random_lfsr.out 8, p_engine.p1.random_lfsr.out 8
p_engine.p2.random_lfsr.out 8, p_engine.p3.random_lfsr.out 8, p_engine.p4.random_lfsr.out 8, p_engine.randomp1_lfsr.out 8, p_engine.randomp2_lfsr.out 8, p_engine.randomp3_lfsr.out 8
p_engine.randomp4_lfsr.out 8, c_engine.c1.select 1, c_engine.c2.select 1, c_engine.c3.select 1, c_engine.c4.select 1, p_engine.p1.select 1
p_engine.p2.select 1, p_engine.p3.select 1, p_engine.p4.select 1
-- logic make-up after synthesis --
group / after synthesis / synth area share
buffers and inverters: 67 / 0.0413
XOR/XNOR: 36 / 0.0497
AND/OR/NAND/NOR: 34 / 0.0316
adder cells (fa/ha/maj): 64 / 0.126
AND-OR/OR-AND: 60 / 0.0663
flip-flops: 136 / 0.565
multiplexers: 68 / 0.120
-- layout make-up --
class	instances	area [µm²]
inverter	59	225
tap	211	264
sequential	136	3580
timing repair buffer	117	1190
multi-input combinational	262	2500
clock inverter	12	151
fill	1254	6960
clock buffer	20	447
-- worst reg2reg max path, delay by kind of cell, from the launching register on --
family	cells	cell delay (ns)
AOI/OAI and AO/OA	3	0.44
adders and majority gates	1	0.28
buffers and inverters	1	0.04
DFF	1	0.53
muxes	1	0.21
and+or+nand+nor	1	0.14
-- path summary, 6_finish.rpt --
path                                                 from                             end  slack [ns]  cells after the start
setup / recovery                       p_engine.p4.select                  child_gene[28]        0.52                      2
hold / removal             p_engine.p1.random_lfsr.out[2]  p_engine.p1.random_lfsr.out[3]        0.36                      0
min in group asynchronous                             rst  c_engine.c4.random_lfsr.out[3]        0.54                      2
hold reg to reg            p_engine.p1.random_lfsr.out[2]  p_engine.p1.random_lfsr.out[3]        0.36                      0
setup reg to reg           c_engine.c1.random_lfsr.out[1]              c_engine.c1.select        1.18                      7
max in group asynchronous                             rst   p_engine.randomp1_lfsr.out[3]        1.70                      3
-- synth_stat cells --
library cell | n | area, µm²
a21o_1 | 8 | 60.1
a21oi_1 | 24 | 120
buf_2 | 8 | 40.0
dfrtp_1 | 51 | 1280
dfstp_2 | 45 | 1180
dfxtp_1 | 8 | 160
edfxtp_1 | 32 | 961
ha_1 | 64 | 801
inv_1 | 59 | 221
mux2_2 | 64 | 721
mux2i_1 | 4 | 40.0
nand2_1 | 5 | 18.8
nand4_1 | 16 | 100
nor2b_1 | 8 | 50.1
o211ai_1 | 4 | 30.0
o21a_1 | 8 | 60.1
o21ai_0 | 4 | 20.0
o21ai_2 | 4 | 35.0
o21ai_4 | 4 | 65.1
o21bai_1 | 4 | 30.0
or2_1 | 4 | 25.0
or2_2 | 1 | 6.26
xnor2_1 | 36 | 315
-- metal layers --
layer | up-vias | wire, µm | track usage
met4 | 0 | 163 | 0.0221
li1 | 1882 | - | -
met5 | - | 0 | 0
met2 | 87 | 5210 | 0.244
met3 | 9 | 689 | 0.0400
met1 | 1836 | 6150 | 0.273
-- metrics by stage --
stage	utilization	hold WS, ns	power [mW]	worst slack [ns]
after floorplan	-	0.349	2.28	-0.0736
after global placement	0.506	0.356	2.54	0.656
after detailed placement	0.506	0.356	2.54	0.564
after CTS	0.545	0.363	4.71	0.454
after global routing	0.545	0.363	4.85	0.406
final	0.545	0.362	4.65	0.519
Power and IR drop assume default switching activity.
